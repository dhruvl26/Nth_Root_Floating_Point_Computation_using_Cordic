File: ./run.sh
#!/bin/bash
# OpenROAD 26Q1-2900-gdf79404cd8, Yosys 0.63+post, stock flow scripts
make -C /OpenROAD-flow-scripts/flow DESIGN_CONFIG=/design/flow/config.mk WORK_HOME=/design/flow/orfs finish
File: ./config.mk
export PLATFORM = sky130hd
export DESIGN_NAME = nth_root_cordic
export DESIGN_NICKNAME = nth_root_cordic
export VERILOG_FILES = /design/flow/design.v
export SDC_FILE = /design/flow/constraint.sdc
export NUM_CORES = 4
export LEC_CHECK = 1
export CORE_UTILIZATION = 50
File: ./constraint.sdc
current_design nth_root_cordic

set clk_period 27.2
set clk_io_pct 0.2

create_clock -name clk0 -period $clk_period [get_ports {clk}]

set non_clock_inputs [all_inputs -no_clocks]
set_input_delay [expr $clk_period * $clk_io_pct] -clock clk0 $non_clock_inputs
set_output_delay [expr $clk_period * $clk_io_pct] -clock clk0 [all_outputs]
File: ./design.v
`timescale 1ns / 1ps
module hr_cordic(
    input  wire clk,
    input  wire signed [8:0]  E_in,
    input  wire signed [29:0] z_in,
    output reg  signed [29:0] x_out,
    output reg  signed [29:0] y_out,
    output reg  signed [8:0]  E_out
);
    localparam integer STAGES = 24;
    reg signed [29:0] x [0:STAGES];
    reg signed [29:0] y [0:STAGES];
    reg signed [29:0] z [0:STAGES];
    reg signed [8:0]  E [0:STAGES];
    wire [4:0] K [0:STAGES-1];
    assign K[0]  = 1;
    assign K[1]  = 2;
    assign K[2]  = 3;
    assign K[3]  = 4;
    assign K[4]  = 4;   
    assign K[5]  = 5;
    assign K[6]  = 6;
    assign K[7]  = 7;
    assign K[8]  = 8;
    assign K[9]  = 9;
    assign K[10] = 10;
    assign K[11] = 11;
    assign K[12] = 12;
    assign K[13] = 13;
    assign K[14] = 13; 
    assign K[15] = 14;
    assign K[16] = 15;
    assign K[17] = 16;
    assign K[18] = 5'd17; 
    assign K[19] = 5'd18;
    assign K[20] = 5'd19; 
    assign K[21] = 5'd20; 
    assign K[22] = 5'd21; 
    assign K[23] = 5'd22; 
    wire signed [29:0] ATANH [0:24];
    assign ATANH[0]  = 30'h06570069;
    assign ATANH[1]  = 30'h02f2a71c;
    assign ATANH[2]  = 30'h01734592;
    assign ATANH[3]  = 30'h00b8e7ee;
    assign ATANH[4]  = 30'h005c5cd0;
    assign ATANH[5]  = 30'h002e2b85;
    assign ATANH[6]  = 30'h00171566;
    assign ATANH[7]  = 30'h000b8aa8;
    assign ATANH[8]  = 30'h0005c552;
    assign ATANH[9]  = 30'h0002e2a9;
    assign ATANH[10] = 30'h00017154;
    assign ATANH[11] = 30'h0000b8aa;
    assign ATANH[12] = 30'h00005c55;
    assign ATANH[13] = 30'h00002e2b; 
    assign ATANH[14] = 30'h00001715;
    assign ATANH[15] = 30'h00000b8b;
    assign ATANH[16] = 30'h000005c5;
    assign ATANH[17] = 30'h000002e3;
    assign ATANH[18] = 30'h00000171;
    assign ATANH[19] = 30'h000000b9;
    assign ATANH[20] = 30'h0000005c;
    assign ATANH[21] = 30'h0000002e;
    integer i;
    always @(posedge clk) begin
            x[0] <= 30'h09a8f439;
            y[0] <= 30'd0;
            z[0] <= z_in;
            E[0] <= E_in;
    end
    genvar g;
    generate
        for (g=0; g<STAGES; g=g+1) begin : HV_STAGE
            always @(posedge clk) begin
                if (z[g] <= 0) begin
                    x[g+1] <= x[g] - (y[g] >>> K[g]);
                    y[g+1] <= y[g] - (x[g] >>> K[g]);
                    z[g+1] <= z[g] + ATANH[K[g]-1];
                    E[g+1] <= E[g];
                end else begin
                    x[g+1] <= x[g] + (y[g] >>> K[g]);
                    y[g+1] <= y[g] + (x[g] >>> K[g]);
                    z[g+1] <= z[g] - ATANH[K[g]-1];
                    E[g+1] <= E[g];
                end
                end
            end
    endgenerate
    always @(posedge clk) begin
        x_out <= x[STAGES];
        y_out <= y[STAGES]; 
        E_out <= E[STAGES];
    end
endmodule
`timescale 1ns / 1ps
module hv_cordic(
    input  wire clk,
    input  wire signed [29:0] x_in,
    input  wire signed [29:0] y_in,
    output reg  signed [29:0] z_out
);
    localparam integer STAGES = 24;
    reg signed [29:0] x [0:STAGES];
    reg signed [29:0] y [0:STAGES];
    reg signed [29:0] z [0:STAGES];
    wire [4:0] K [0:STAGES-1];
    assign K[0]  = 1;
    assign K[1]  = 2;
    assign K[2]  = 3;
    assign K[3]  = 4;
    assign K[4]  = 4;   
    assign K[5]  = 5;
    assign K[6]  = 6;
    assign K[7]  = 7;
    assign K[8]  = 8;
    assign K[9]  = 9;
    assign K[10] = 10;
    assign K[11] = 11;
    assign K[12] = 12;
    assign K[13] = 13;
    assign K[14] = 13; 
    assign K[15] = 14;
    assign K[16] = 15;
    assign K[17] = 16;
    assign K[18] = 5'd17; 
    assign K[19] = 5'd18;
    assign K[20] = 5'd19; 
    assign K[21] = 5'd20; 
    assign K[22] = 5'd21; 
    assign K[23] = 5'd22; 
    wire signed [29:0] ATANH [0:24];
    assign ATANH[0]  = 30'h06570069;
    assign ATANH[1]  = 30'h02f2a71c;
    assign ATANH[2]  = 30'h01734592;
    assign ATANH[3]  = 30'h00b8e7ee;
    assign ATANH[4]  = 30'h005c5cd0;
    assign ATANH[5]  = 30'h002e2b85;
    assign ATANH[6]  = 30'h00171566;
    assign ATANH[7]  = 30'h000b8aa8;
    assign ATANH[8]  = 30'h0005c552;
    assign ATANH[9]  = 30'h0002e2a9;
    assign ATANH[10] = 30'h00017154;
    assign ATANH[11] = 30'h0000b8aa;
    assign ATANH[12] = 30'h00005c55;
    assign ATANH[13] = 30'h00002e2b; 
    assign ATANH[14] = 30'h00001715;
    assign ATANH[15] = 30'h00000b8b;
    assign ATANH[16] = 30'h000005c5;
    assign ATANH[17] = 30'h000002e3;
    assign ATANH[18] = 30'h00000171;
    assign ATANH[19] = 30'h000000b9;
    assign ATANH[20] = 30'h0000005c;
    assign ATANH[21] = 30'h0000002e;
    integer i;
    always @(posedge clk) begin
            x[0] <= x_in;
            y[0] <= y_in;
            z[0] <= 30'd0;
    end
    genvar g;
    generate
        for (g=0; g<STAGES; g=g+1) begin : HV_STAGE
            always @(posedge clk) begin
                if (y[g] >= 0) begin
                    x[g+1] <= x[g] - (y[g] >>> K[g]);
                    y[g+1] <= y[g] - (x[g] >>> K[g]);
                    z[g+1] <= z[g] + ATANH[K[g]-1];
                end else begin
                    x[g+1] <= x[g] + (y[g] >>> K[g]);
                    y[g+1] <= y[g] + (x[g] >>> K[g]);
                    z[g+1] <= z[g] - ATANH[K[g]-1];
                end
                end
            end
    endgenerate
    always @(posedge clk) begin
        z_out <= z[STAGES];
    end
endmodule
`timescale 1ns / 1ps
module lv_cordic(
    input  wire clk,
    input  wire [7:0]  E_in,
    input  wire signed [35:0]  x_in,
    output reg signed  [35:0]  z_out,
    output reg signed  [8:0]   E_minus
    );
    localparam integer STAGES = 24;
    reg signed [35:0] x [0:STAGES];
    reg signed [35:0] y [0:STAGES];
    reg signed [35:0] z [0:STAGES];   
    reg [7:0]  E [0:STAGES];
    integer i;
    always @(posedge clk) begin
            x[0] <= x_in;
            y[0] <= 36'h008000000;
            z[0] <= 36'd0; 
            E[0] <= E_in;
    end
    genvar j;
    generate
        for (j = 0; j < STAGES; j = j + 1) begin : LV_STAGE
            always @(posedge clk) begin
                if (y[j] <= 0) begin
                    x[j+1] <= x[j];
                    y[j+1] <= y[j] + (x[j] >>> j);
                    z[j+1] <= z[j] - (36'h008000000 >> j);
                    E[j+1] <= E[j];
                end else begin
                    x[j+1] <= x[j];
                    y[j+1] <= y[j] - (x[j] >>> j);
                    z[j+1] <= z[j] + (36'h008000000 >> j);
                    E[j+1] <= E[j];
                end
            end
        end
    endgenerate
    always @(posedge clk) begin
            z_out <= z[STAGES];
            E_minus <= ({1'b0,E[STAGES]} - 9'd127);
    end
endmodule
`timescale 1ns / 1ps
module nth_root_cordic (
        input clk,
        input signed [31:0] value,
        input [7:0] N,
        output signed [31:0] root_value
        );
        wire        S = value[31];
        wire [7:0]  E = value [30:23];
        wire [24:0] M = {2'b01, value[22:0]};
        wire signed [8:0]  E_minus;
        wire signed [29:0] z_out_hv;
        hv_cordic hv (.clk(clk), 
                      .x_in( {1'b0, (M + 25'h0800000),4'd0}), 
                      .y_in( {1'b0, (M - 25'h0800000),4'd0}), 
                      .z_out(z_out_hv));
        wire signed [35:0] z_out_lv;
        lv_cordic lv (.clk(clk), 
                      .E_in(E),
                      .x_in({1'b0,N,27'b0}), 
                      .z_out(z_out_lv),
                      .E_minus(E_minus));
        wire signed [44:0] EF_DivN;
        assign EF_DivN = E_minus * z_out_lv; 
        wire signed [65:0] LogM_DivN;
        assign LogM_DivN = z_out_hv * z_out_lv;
        wire [27:0] EF;
        assign EF = {1'b0,EF_DivN[26:0]}; 
        wire signed [8:0] EI;
        assign EI = {EF_DivN[44],EF_DivN[34:27]};
        wire [27:0] LogM_N;
        assign LogM_N = {1'b0,LogM_DivN[52:26]};
        wire signed [28:0] add;
        assign add  = {1'b0,EF} + {1'b0,LogM_N};
        wire signed [29:0] z_in;
        assign z_in = {1'b0,add};
        wire signed [29:0] x_out_hr,y_out_hr;
        wire signed [8:0] E_out;
        hr_cordic hr (.clk(clk), 
                      .E_in(EI),
                      .z_in( z_in ), 
                      .x_out(x_out_hr), 
                      .y_out(y_out_hr),
                      .E_out(E_out));
        wire signed [30:0] M_root;
        assign M_root = {x_out_hr[29],x_out_hr} + {y_out_hr[29],y_out_hr};
        reg [22:0] M_root_reg;
        reg signed [8:0]  EI_reg;
        always @(*) begin
            if(M_root[28]) begin
                M_root_reg = M_root[27:5];
                EI_reg     = E_out + 9'sd128;
            end else begin
                M_root_reg = M_root[26:4];
                EI_reg     = E_out + 9'sd127;
            end
        end
        assign root_value = {S,EI_reg[7:0],M_root_reg[22:0]};
endmodule
==> metrics.cfg <==
[critical_path]
cp-startpoint=lv.z_out[18]
end_kind=flip-flop
required_ns=28.17
cpMostUsedCell=fa_1
worstPathMaxFanout=38
cp-start-kind=flip-flop
crit_arrival_ns=12.66
crit_type=flip-flop to flip-flop
r2r-start=lv.z_out[18]
slowest_stage=fa_1
slowest_delay_ns=0.54
reg2reg_slack_ns=15.51
rr_worst_depth=42
worstReg2RegEnd=hr.z[0][26]

[yosys]
ys_ff=5484
synthDistinctLibCells=90
synthCells=42300
async_reset_ff_share_pct=0
ys_chip_area_um2=376000
ys_cells=42300
syn_avg_cell_area_um2=8.89
syn_area_um2=376000
yosys_warnings=195
synth_top_flop_cell=dfxtp_1
edf_count=0
yosysSeqAreaShare_pct=29.2

[route]
drc=0
dr_total_vias=292000
first_iter_violations=15300
drt-pass1-iter-count=8
wl_per_cell_um=18.0
wirelength_um=964000
via_per_inst=5.47
ant_nets=0

[timing]
setup-violations-final=0
slew_headroom_pct=34.0
clock_skew_ns=0.0592
drv_slew=0
worst_pin_slew_ns=0.983
whs_ns=0.303
max_freq_mhz=85.6
min_period_ns=11.69
rsz0062_at_grt=no
fin_ws_ns=15.51
fin_crit_sh_pct=43.0
finalHoldViolCount=0
setup_tns_ns=0

[grt]
grt_max_degree=56
grt_use_total_pct=25.9
antenna_found_initial=20
overflow=0
grt_first_pass_wirelength_um=1530000
grt_pass1_vias=280000

[placed_design]
dp_hpwl_um=777000
place_ws_ns=15.49
port_buffers=70
gp_congestion=0.972

[floorplan]
fp_util_pct=50.2
dieWidth_um=870
die_h_um=870
dieArea_um2=756000
row_count=318
core-area_um2=750000
ios=73

[cells_and_area]
mi_logic_area_um2=255000
fin_util_pct=55.0
n_fill_cell=65500
layout-drive-gt1-share_pct=4.07
syn_to_final_growth_pct=9.63
seqCellArea_um2=110000

[clocking]
clkTransAtPathRegs_ns=0.06
cts_htree_levels=6
cts_setup_buffers=0
cts.sinks=5484
cts_tree=done
cts_root_buf=clkbuf_16
clock_latency_ns=1.12
numCtsBuffers=635
cts_buffer_depth=4
cts_resized=0
cts_hold_buf=0

[min_path]
hp-start=lv.E[11][4]
min_path_type=flip-flop to flip-flop
holdPathEnd=lv.E[12][4]
whs_path_depth=0

[flow_run]
warning_count=95
cap_violations=0

[status]
status=complete, no violations

==> routing by layer <==
metal,up-vias,routed length [µm],track usage (%)
met1,136000,452000,38.1
met2,5193,441000,41.5
met4,2,28800,6.45
met3,1240,42500,3.68
li1,150000,-,-
met5,-,13,0
==> sequential cells by signal, indices dropped and copies added (netlist names), named ones only <==
signal and flops:
hr.E 200, hr.E_out 8, hr.x 668, hr.x_out 29
hr.y 688, hr.y_out 29, hr.z 718, hv.x 567
hv.y 631, hv.z 608, hv.z_out 29, lv.E 200
lv.E_minus 9, lv.x 184, lv.y 438, lv.z 446
lv.z_out 31
==> worst max path at each step <==
stage | to | slack (ns) | cells after the start
after CTS | hr.z[0][24] | 15.43 | 42
after global routing | hr.z[0][24] | 14.77 | 44
final | hr.z[0][26] | 15.51 | 42
==> cell type report <==
type / count / area share, %
Sequential cell: 5484 / 26.6
Tap cell: 9920 / 3.01
Antenna cell: 21 / 0.0127
Inverter: 2845 / 2.59
Timing Repair Buffer: 332 / 0.646
Multi-Input combinational cell: 33700 / 61.8
Clock buffer: 837 / 4.32
Clock inverter: 328 / 1.07
==> cells in the mapped netlist (388+ instances only) <==
library cell | instances | area share [%]
dfxtp_1 | 5484 | 29
ha_1 | 4943 | 16
nor2_1 | 3353 | 3.3
xnor2_1 | 3311 | 7.7
a21oi_1 | 3272 | 4.4
inv_1 | 2824 | 2.8
nand2_1 | 2645 | 2.6
xor2_1 | 2007 | 4.7
o21ai_0 | 1991 | 2.6
nor3_1 | 1138 | 1.5
fa_1 | 1119 | 6.0
a21o_1 | 1048 | 2.1
nand3_1 | 780 | 1.0
and2_1 | 737 | 1.2
nand2b_1 | 568 | 0.94
or3_1 | 546 | 0.91
o21bai_1 | 533 | 1.1
nor2b_1 | 518 | 0.86
o21a_1 | 510 | 1.0
clkbuf_1 | 509 | 0.51
o31ai_1 | 455 | 0.91
and3_1 | 388 | 0.64
==> metrics by stage <==
stage / cell area [µm²] / cells
final: 413000 / 53400
after global routing: 413000 / 53400
after CTS: 413000 / 53400
after detailed placement: 390000 / 52200
after global placement: 390000 / 52200
after floorplan: 377000 / 42500
==> placed cells by master, fill, tap and decap left out, types with 737 or more instances in the layout <==
master and instances:
fa_1 1119, a21oi_1 3272, xor2_1 2007, and2_1 737
nand3_1 780, nand2_1 2645, o21ai_0 1990, nor3_1 1138
nor2_1 3332, xnor2_1 3310, inv_1 2822, dfxtp_1 5464
a21o_1 1048, ha_1 4943
==> logic make-up (layout without fill, tap and decap cells) <==
kind of cell | after synthesis | count (layout) | share of synthesized area (%)
other | 1 | 225 | 0.000996
multiplexers | 190 | 190 | 0.517
buffers and inverters | 3406 | 4342 | 3.40
AND/OR/NAND/NOR | 11800 | 11800 | 15.2
XOR/XNOR | 5318 | 5318 | 12.4
flip-flops | 5484 | 5484 | 29.2
adder cells (fa/ha/maj) | 6062 | 6062 | 22.4
AND-OR/OR-AND | 10100 | 10100 | 17.0
==> worst max-delay path: cells and delay by family, from the launching register on <==
| kind | cells | cell delay [ns] |
|---|---|---|
| flip-flops | 1 | 0.31 |
| buffers and inverters | 5 | 0.69 |
| AND-OR/OR-AND | 19 | 4.55 |
| adder cells (fa/ha/maj) | 10 | 4.46 |
| AND/OR/NAND/NOR | 6 | 1.24 |
| XOR/XNOR | 2 | 0.28 |
